## flow/config.mk

```make
export PLATFORM = sky130hd
export DESIGN_NAME = cpu_core
export DESIGN_NICKNAME = cpu_core
export VERILOG_FILES = /design/flow/design.v
export SDC_FILE = /design/flow/constraint.sdc
export NUM_CORES = 4
export LEC_CHECK = 1
export CORE_UTILIZATION = 40
export SYNTH_HDL_FRONTEND = slang
```

## flow/constraint.sdc

```tcl
current_design cpu_core

set clk_period 16.3
set clk_io_pct 0.2

create_clock -name clk0 -period $clk_period [get_ports {clock}]

set non_clock_inputs [all_inputs -no_clocks]
set_input_delay [expr $clk_period * $clk_io_pct] -clock clk0 $non_clock_inputs
set_output_delay [expr $clk_period * $clk_io_pct] -clock clk0 [all_outputs]
```

## flow/design.v

```verilog
`timescale 1ns / 1ps
module alu(
    input [15:0] in0, 
    input [15:0] in1,
    input [3:0] select,
    output reg [15:0] out
    );
    always @ (*) begin
        case (select) 
            4'b0000: out <= in0 + in1;
            4'b0001: out <= in0 - in1;
            4'b0010: out <= in0 << in1;
            4'b0011: out <= in0 >> in1; 
            4'b0100: out <= in0 & in1;
            4'b0101: out <= in0 | in1;
            4'b0110: out <= in0 ^ in1;
            4'b0111: out <= in0 - in1;
            default: out <= in1;
        endcase
    end
endmodule
`timescale 1ns / 1ps
module control_unit
    #(
        parameter PC_WIDTH = 6
    )(
        input clock,
        input reset,
        input zero_flag,
        input pos_flag,
        input [15:0] PM_data,
        output reg rf_write,
        output reg [2:0] rs_addr,
        output reg [2:0] rt_addr,
        output reg [2:0] rd_addr,
        output reg [15:0] imm_data,
        output reg [3:0] alu_sel,
        output reg imm_sel,
        output reg mem_write,
        output reg mem_sel,
        output reg [PC_WIDTH-1:0] PC
    );
    reg [15:0] instr;
    reg [3:0] opcode;
    reg [10:0] imm_addr;
    reg [2:0] next_state;
    localparam [2:0] FETCH = 1, 
                    DECODE = 2, 
                    EXECUTE = 3, 
                    MEMORY = 4, 
                    WRITEBACK = 5, 
                    SET_FLAGS = 6,
                    STOP = 0;
    localparam [4:0] ADD = 4'b0000,
                    SUB = 4'b0001,
                    LSL = 4'b0010,
                    LSR = 4'b0011,
                    AND = 4'b0100,
                    OR = 4'b0101,
                    XOR = 4'b0110,
                    CMP = 4'b0111,
                    LD = 4'b1000,
                    ST = 4'b1001,
                    MOV = 4'b1010,
                    BEQ = 4'b1011,
                    BLT = 4'b1100,
                    BGT = 4'b1101,
                    J = 4'b1110,
                    NOP = 4'b1111;
    reg zero_flag_reg;
    reg pos_flag_reg;
    always @ (posedge clock) begin
        if (reset == 1) begin
            PC <= 0;
            next_state <= FETCH;
        end else case (next_state)
            FETCH: begin
                    mem_write <= 0; 
                    instr <= PM_data;
                    PC <= PC + 1;
                    if (PM_data[15:12] == NOP) begin
                        next_state <= FETCH;
                    end else begin
                        next_state <= DECODE;
                    end
                end
            DECODE: begin
                    rf_write <= 0; 
                    mem_write <= 0; 
                    mem_sel <= 0;
                    opcode <= instr[15:12];
                    imm_sel <= ~instr[11];
                    alu_sel <= instr[15:12];
                    if (instr[15] == 0) begin
                        rd_addr <= instr[10:8];
                        rs_addr <= instr[7:5];
                        rt_addr <= instr[2:0];
                        imm_data <= instr[4:0];
                    end else begin
                        rd_addr <= instr[10:8];
                        rs_addr <= instr[10:8];
                        rt_addr <= instr[2:0];
                        imm_data <= instr[7:0];
                        imm_addr <= instr[PC_WIDTH-1:0];
                    end
                    next_state <= EXECUTE;
                end
            EXECUTE: case(opcode)
                    LD: begin
                            mem_sel <= 1;
                            next_state <= MEMORY;
                            alu_sel <= opcode;
                        end
                    ST: begin
                            next_state <= MEMORY;
                            alu_sel <= opcode;
                        end
                    CMP: begin
                            alu_sel <= opcode;
                            next_state <= SET_FLAGS;
                        end
                    BEQ: begin
                            if (zero_flag_reg) begin
                                PC <= PC + imm_addr;
                            end  
                            next_state <= FETCH;
                        end
                    BLT: begin
                            if (~pos_flag_reg && ~zero_flag_reg) begin
                                PC <= PC + imm_addr;
                            end  
                            next_state <= FETCH;
                        end
                    BGT: begin
                            if (pos_flag_reg && ~zero_flag_reg) begin
                                PC <= PC + imm_addr;
                            end  
                            next_state <= FETCH;
                        end
                    J: begin
                            PC <= imm_addr;
                            next_state <= FETCH;
                        end
                    default: begin
                            alu_sel <= opcode;
                            next_state <= WRITEBACK;
                        end
                endcase
            MEMORY: begin
                    if (opcode == LD) begin
                        mem_write <= 0;
                        next_state <= WRITEBACK;
                    end else begin  
                        mem_write <= 1;
                        next_state <= FETCH;
                    end 
                end
            WRITEBACK: begin
                    rf_write <= 1;
                    mem_write <= 0; 
                    next_state <= FETCH;
                end
            SET_FLAGS: begin
                    pos_flag_reg <= pos_flag;
                    zero_flag_reg <= zero_flag;
                    next_state <= FETCH;
                end
            default: begin
                    rf_write <= 0; 
                    mem_write <= 0; 
                end
        endcase
    end
endmodule
`timescale 1ns / 1ps
module cpu_core 
    #(
        parameter PC_WIDTH = 6
    )(
        input clock,
        input reset,
        output [PC_WIDTH-1:0] PC_out,
        output [15:0] r7_data
    );
    wire rf_write;
    wire [2:0] rs_addr;
    wire [2:0] rt_addr;
    wire [2:0] rd_addr;
    wire [15:0] imm_data;
    wire [3:0] alu_sel;
    wire imm_sel;
    wire mem_write;
    wire mem_sel;
    wire zero_flag;
    wire pos_flag;
    wire [PC_WIDTH-1:0] PC;
    wire [15:0] PM_data;
    assign PC_out = PC;
    (* DONT_TOUCH = "yes" *) program_memory pm (
        .addr(PC),
        .data_out(PM_data)
    );
    control_unit cu (
        .clock(clock),
        .reset(reset),
        .zero_flag(zero_flag),
        .pos_flag(pos_flag),
        .PM_data(PM_data),
        .rf_write(rf_write),
        .rs_addr(rs_addr),
        .rt_addr(rt_addr),
        .rd_addr(rd_addr),
        .imm_data(imm_data),
        .alu_sel(alu_sel),
        .imm_sel(imm_sel),
        .mem_write(mem_write),
        .mem_sel(mem_sel),
        .PC(PC)
    );
    datapath dp (
        .clock(clock),
        .rf_write(rf_write),
        .rs_addr(rs_addr),
        .rt_addr(rt_addr),
        .rd_addr(rd_addr),
        .imm_data(imm_data),
        .alu_sel(alu_sel),
        .imm_sel(imm_sel),
        .mem_write(mem_write),
        .mem_sel(mem_sel),
        .zero_flag(zero_flag),
        .pos_flag(pos_flag),
        .r7_data(r7_data)
    );
endmodule
`timescale 1ns / 1ps
module datapath(
    input clock,
    input rf_write,
    input [2:0] rs_addr,
    input [2:0] rt_addr,
    input [2:0] rd_addr,
    input [15:0] imm_data,
    input [3:0] alu_sel,
    input imm_sel,
    input mem_write,
    input mem_sel,
    output zero_flag,
    output pos_flag,
    output [15:0] r7_data
    );
    wire [15:0] rs_data;  
    wire [15:0] rt_data;  
    wire [15:0] alu_in1;  
    wire [15:0] alu_out;  
    wire [15:0] rf_data_in;  
    wire [15:0] read_data;  
    mux_2to1 imm_mux_alu (
        .in0(rt_data),
        .in1(imm_data),
        .sel(imm_sel),
        .out(alu_in1)
    );
    register_file rf (
        .clock(clock),
        .write(rf_write),
        .rs_addr(rs_addr),
        .rt_addr(rt_addr),
        .rd_addr(rd_addr),
        .data(rf_data_in),
        .rs_data(rs_data),
        .rt_data(rt_data),
        .r7_data(r7_data)
    );
    alu alu (
        .in0(rs_data),
        .in1(alu_in1),
        .select(alu_sel),
        .out(alu_out)
    );
    main_memory mem (
        .clock(clock),
        .addr(alu_out[4:0]),
        .write(mem_write),
        .write_data(rs_data),
        .read_data(read_data)
    );
    mux_2to1 data_mux_rf (
        .in0(alu_out),
        .in1(read_data),
        .sel(mem_sel),
        .out(rf_data_in)
    );
    assign zero_flag = ~( |alu_out );   
    assign pos_flag = ~alu_out[15];
endmodule
`timescale 1ns / 1ps
module main_memory(
    input clock,
    input write,
    input [4:0] addr,
    input [15:0] write_data,
    output reg [15:0] read_data
    );
    reg [15:0] data [31:0];
    always @ (posedge clock) begin
        if (write) begin
            data[addr] <= write_data;
        end
        else begin
            read_data <= data[addr];
        end
    end
endmodule
`timescale 1ns / 1ps
module mux_2to1 (
    input [15:0] in0,
    input [15:0] in1,
    input sel,
    output reg [15:0] out
    );
    always @ (*) begin 
        case (sel)
            1'b0: out = in0;
            1'b1: out = in1;
        endcase
    end
endmodule
`timescale 1ns / 1ps
module program_memory #(
        parameter ADDR_WIDTH = 6
    )(
        input wire [ADDR_WIDTH-1:0] addr,
        output reg [15:0] data_out
    );
    localparam SIZE = 1 << ADDR_WIDTH;
    reg [15:0] PM [0:SIZE-1];
    integer i;
    integer last_instr = 0;
    initial begin 
        PM[0] = 16'b10100_010_00000011;  
        PM[1] = 16'b10100_011_00000101;  
        PM[2] = 16'b00000_100_011_00100;  
        PM[3] = 16'b10101_101_00000100;  
        PM[4] = 16'b00001_110_010_00011;  
        PM[5] = 16'hFFFF;
        PM[6] = 16'hFFFF; 
        PM[7] = 16'hFFFF; 
        PM[8] = 16'hFFFF; 
        PM[9] = 16'b00011_111_101_00010;  
        PM[10] = 16'b00010_111_101_01000;  
        PM[11] = 16'b01011_111_110_00011;  
        PM[12] = 16'b01010_111_101_00001;  
        PM[13] = 16'b01001_111_101_00011;  
        PM[14] = 16'b01000_111_101_00100;  
        PM[15] = 16'b01101_111_010_00011;  
        PM[16] = 16'b01100_111_011_00010;  
        PM[17] = 16'b00101_111_110_00010;  
        PM[18] = 16'b00100_111_110_00001;  
        PM[19] = 16'b00111_111_110_00010;  
        PM[20] = 16'b00110_111_110_00001;  
        PM[21] = 16'b01111_000_100_00101;  
        PM[22] = 16'b10111_00000000001;  
        PM[23] = 16'b10100_111_00000001;  
        PM[24] = 16'b10100_111_00000010;  
        PM[25] = 16'b10011_110_00000_011;  
        PM[26] = 16'b10001_111_00000_011;  
        PM[27] = 16'b10010_011_00001010;  
        PM[28] = 16'b10000_111_00001010;  
        PM[29] = 16'b00001_000_111_00011;  
        PM[30] = 16'b01111_000_000_00100;  
        PM[31] = 16'b11001_00000000001;  
        PM[32] = 16'b11011_00000000001;  
        PM[33] = 16'b10100_111_00000001;  
        PM[34] = 16'b10100_111_00000010;  
        PM[35] = 16'b00010_000_000_00101;  
        PM[36] = 16'b01111_000_000_00011;  
        PM[37] = 16'b11001_00000000001;  
        PM[38] = 16'b11100_00000011110;  
        PM[39] = 16'b10100_111_00000011;  
        last_instr = 39;
        for (i = last_instr+1; i < SIZE; i = i + 1) begin
            PM[i] = 16'hFFFF; 
        end
    end
    always @(*) begin
        data_out = PM[addr];
    end
endmodule
`timescale 1ns / 1ps
module register_file(
    input clock,
    input write,
    input [2:0] rs_addr,
    input [2:0] rt_addr,
    input [2:0] rd_addr,
    input [15:0] data,
    output reg [15:0] rs_data,
    output reg [15:0] rt_data,
    output [15:0] r7_data
    );
    reg [15:0] registers [0:7];
    assign r7_data = registers[7];
    always @ (posedge clock) begin
        if (write) begin
            registers[rd_addr] <= data;
        end
        else begin
            rs_data <= registers[rs_addr];
            rt_data <= registers[rt_addr];
        end
    end
endmodule
```

## flow/run.sh

```bash
#!/bin/bash
# OpenROAD 26Q1-2900-gdf79404cd8, Yosys 0.63+post, stock flow scripts
make -C /OpenROAD-flow-scripts/flow DESIGN_CONFIG=/design/flow/config.mk WORK_HOME=/design/flow/orfs finish
```

==> impl_metrics.json <==
{
  "status": "complete, no violations",
  "cts_max_level": 3,
  "max_clock_freq_ghz": 0.169,
  "relSlewSlack_pct": 36.8,
  "endpoint_kind": "flop",
  "rows": 109,
  "die.size.y_um": 301,
  "cts_setup_buffers": 0,
  "top_cells_by_area": "edfxtp_1, mux2i_1, mux4_2",
  "fp_util_pct": 40.3,
  "synth.cellmix.compoundShare_pct": 7.09,
  "drtIter0Drc": 1426,
  "grt_first_pass_wirelength_um": 141000,
  "final_common_cell": "edfxtp_1",
  "rsz0062_at_grt": "false",
  "finClkSkew_ps": 36.6,
  "setup_violations": 0,
  "clk_path_buf_depth": 3,
  "core-area_um2": 88400,
  "grt_usage_pct": 23.0,
  "drv_cap": 0,
  "worstSetupPathType": "flop to flop",
  "top_area_cell": "edfxtp_1",
  "reg_top3": "dp.mem.data (512), dp.rf.registers (128)",
  "warnings": 48,
  "topCombFamilyByArea": "multiplexers",
  "grt_max_degree": 92,
  "clock-root-buffer": "clkbuf_16",
  "syn_area_um2": 35700,
  "post_drt_wl_per_cell_um": 25.7,
  "netlist.area_leader.share_pct": 62.2,
  "crit_fanout": 91,
  "antenna_left": 0,
  "die-width_um": 301,
  "areaGrowthSynthToFinish_pct": 12.6,
  "antenna_found_initial": 1,
  "arrival_ps": 6250,
  "leakage_nw": 14.2,
  "synth-xor-area-share_pct": 0.540,
  "finalCriticalPeriod_ps": 5910,
  "cts_buffers": 82,
  "ys_ff": 766,
  "layout_top_cells": "edfxtp_1, mux2i_1, nand2_1, nor2_1, buf_4",
  "cts_resized": 0,
  "p_per_area_nw_per_um2": 115,
  "chipArea_um2": 90300,
  "drive_gt1_share_pct": 15.4,
  "yosys.stat.chipArea_um2": 35700,
  "ys_types": 88,
  "final-hold-violation-count": 0,
  "mux_share_pct": 17.4,
  "min_path_type": "flop to flop",
  "grt_pass1_vias": 21600,
  "critPathRequiredTime_ps": 16640,
  "synth_seq_share_pct": 63.7,
  "largest_reg_flops": 512,
  "via_count": 21000,
  "regMostFlops": "dp.mem.data",
  "io_buffers": 23,
  "max-vdd-ir-drop_mv": 0.0902,
  "cts_tree": "built",
  "synth-async-reset-ratio_pct": 0,
  "worstSkewPairLatency_ps": 640,
  "start_kind": "flop",
  "syn_area_per_cell_um2": 15.0,
  "finalPower_mw": 4.62,
  "clk_pin_slew_worst_paths_ps": 60,
  "tns_ps": 0,
  "cts.sinks": 766,
  "cts_hold_buf": 0,
  "flop_cell": "edfxtp_1",
  "worst_slew_pin_slew_ps": 945,
  "ys_cells": 2379,
  "first_pass_iters": 5,
  "drc": 0,
  "yosys_warnings": 0,
  "netlist_instances": 2379,
  "routabilityCongestion": 0.982,
  "slew_viol_final": 0,
  "edf_count": 738,
  "simple_gate_share_pct": 6.38,
  "grt_overflow_total": 0,
  "hpwl_um": 60400,
  "synthAdderAreaFrac_pct": 2.25,
  "ios": 24,
  "viasPerCell": 5.69,
  "timing.final.crit_share_pct": 36.2,
  "wl_um": 95000
}
cell usage after synthesis, drive strengths merged, types with 10 or more instances:
| library cell | number |
|---|---|
| a211oi | 20 |
| a21o | 10 |
| a21oi | 63 |
| a22oi | 21 |
| a31oi | 10 |
| a32oi | 52 |
| and3 | 10 |
| buf | 75 |
| clkbuf | 56 |
| dfxtp | 28 |
| edfxtp | 738 |
| ha | 61 |
| inv | 64 |
| mux2 | 46 |
| mux2i | 389 |
| mux4 | 79 |
| nand2 | 187 |
| nand2b | 15 |
| nand3 | 34 |
| nand4 | 23 |
| nor2 | 109 |
| nor2b | 12 |
| nor3 | 40 |
| o211ai | 10 |
| o21ai | 59 |
| o31ai | 13 |
| xnor2 | 18 |
through the flow:
step | util, % | hold WS, ps | cells | setup WS (ps) | area, um2
floorplan | - | 386 | 2379 | 10970 | 35700
global placement | 42.5 | 389 | 3545 | 9950 | 37600
global route | 45.4 | 406 | 3692 | 10110 | 40200
detailed placement | 42.5 | 389 | 3545 | 10020 | 37600
finish | 45.4 | 403 | 3693 | 10390 | 40200
CTS | 45.4 | 402 | 3692 | 10390 | 40200
path summary, 6_finish.rpt:
| path | end | depth (start not counted) | start | slack [ps] |
|---|---|---|---|---|
| worst min-delay path | cu.instr[5] | 0 | pm.data_out[5] | 400 |
| worst max register to register | dp.mem.read_data[11] | 14 | cu.rt_addr[0] | 10390 |
| worst min register to register | cu.instr[5] | 0 | pm.data_out[5] | 400 |
| worst max-delay path | dp.mem.read_data[11] | 14 | cu.rt_addr[0] | 10390 |
power breakdown:
| group | leakage, nW | internal [mW] | switching, mW | total [mW] |
|---|---|---|---|---|
| Sequential | 6.95 | 2.24 | 0.0406 | 2.28 |
| Combinational | 6.02 | 0.211 | 0.379 | 0.589 |
| Clock | 1.24 | 0.999 | 0.752 | 1.75 |
| Total | 14.2 | 3.45 | 1.17 | 4.62 |
worst max-delay path, cell delays in order, from the launching register on:
cell and delay [ps]:
edfxtp_1 320, buf_4 570, mux2i_4 120, buf_4 300, inv_2 550, mux4_2 600, mux2i_1 210, mux2i_1 150
a2bb2oi_4 190, buf_12 470, buf_12 480, mux2i_1 350, nand2_1 110, a32oi_1 660, nand4_1 180
layout make-up:
type	count	area (um2)
Inverter	65	244
Fill cell	7535	48200
Clock buffer	99	2160
Tap cell	1165	1460
Clock inverter	48	417
Sequential cell	766	22700
Antenna cell	1	2.50
Timing Repair Buffer	132	1070
Multi-Input combinational cell	1417	12100
logic make-up (layout without fill, tap and decap cells):
group | count (synthesis) | count (layout)
compound gates | 345 | 345
xor+xnor | 22 | 22
fa+ha+maj | 63 | 63
buf+inv | 196 | 344
flops | 766 | 766
mux | 514 | 514
other cells | 0 | 1
simple gates | 473 | 473
metal layers:
| layer | GRT usage, % | routed length, um | vias to the layer above |
|---|---|---|---|
| met5 | 0.212 | 0 | - |
| li1 | - | - | 9536 |
| met4 | 5.20 | 2630 | 0 |
| met3 | 12.4 | 12200 | 144 |
| met1 | 30.8 | 35400 | 10400 |
| met2 | 34.6 | 44800 | 969 |
No activity file was given, so power comes from the tool's default toggle rates.
